==> design.v <==
module seven_segment(in, out);											 
	input  [3:0] in;															 
	output reg [6:0] out;													 
		 always @ (in) begin												    
            case(in)
                			        4'b0000: out = 7'b1000000;							
						4'b0001: out = 7'b1111001;
						4'b0010: out = 7'b0100100;
						4'b0011: out = 7'b0110000;
						4'b0100: out = 7'b0011001;
                  				4'b0101: out = 7'b0010010;
						4'b0110: out = 7'b0000010;
                 				4'b0111: out = 7'b1111000;
						4'b1000: out = 7'b0000000;
						4'b1001: out = 7'b0010000;
						4'b1010: out = 7'b0001000; 
						4'b1011: out = 7'b1111111;
						default : out = 7'bxxxxxxx;
	 endcase																		 
	 end
endmodule
==> run.sh <==
#!/bin/bash
# OpenROAD 26Q1-2900-gdf79404cd8, Yosys 0.63+post, stock flow scripts
make -C /OpenROAD-flow-scripts/flow DESIGN_CONFIG=/design/flow/config.mk WORK_HOME=/design/flow/orfs finish
==> config.mk <==
export PLATFORM = sky130hd
export DESIGN_NAME = seven_segment
export DESIGN_NICKNAME = seven_segment
export VERILOG_FILES = /design/flow/design.v
export SDC_FILE = /design/flow/constraint.sdc
export NUM_CORES = 4
export LEC_CHECK = 1
export CORE_AREA = 10 10 70 70
export DIE_AREA = 0 0 80 80
==> constraint.sdc <==
current_design seven_segment

set clk_period 1.2
set clk_io_pct 0.2

create_clock -name clk0 -period $clk_period

set non_clock_inputs [all_inputs -no_clocks]
set_input_delay [expr $clk_period * $clk_io_pct] -clock clk0 $non_clock_inputs
set_output_delay [expr $clk_period * $clk_io_pct] -clock clk0 [all_outputs]
==> out/highlights.md <==
### Drt
- average detailed-routed wire length per instance: 8.00 um
- total detailed-routing wirelength: 704 um
- via total after detailed routing: 246
- number of antenna repair diodes: 0
- DRC violation total after the first TritonRoute iteration: 8
- iteration count of the initial detailed-routing pass: 2
- via density per instance: 2.80
- number of nets with antenna violations after detailed routing: 0
- DRC: 0

### Worst setup path
- delay contributed by the slowest stage of the critical path: 240 ps
- Worst setup SP type: primary input
- crit path max fanout: 4
- cell-by-cell trace of the critical path: buf_8 > buf_4 > ha_4 > o21ai_4 > o31ai_1 > dlygate4sd2_1
- crit-path leading delay family: buffers and inverters
- arrival time reported for the critical path endpoint: 1060 ps
- depth of the critical timing path with buffers and inverters included: 6
- CP max-delay cell: sky130_fd_sc_hd__dlygate4sd2_1
- WS Path Type: primary input to primary output
- WP data required: 960 ps
- Worst setup EP type: primary output
- worst path buffer plus inverter count: 3

### Min path
- Worst Hold Class: primary input to primary output
- count of cells along the worst hold path: 4

### Job
- number of max-cap violations: 0
- warning total across the stage logs: 38

### Logic synthesis
- top area cells in the synthesized netlist: sky130_fd_sc_hd__ha_1 (32%), sky130_fd_sc_hd__o31ai_1 (11%), sky130_fd_sc_hd__mux2i_1 (10%)
- synthesis area per yosys: 198 um2
- fraction of the yosys area taken by sequential cells: 0
- top-count cell post-synth: sky130_fd_sc_hd__ha_1
- Synth Cell Area: 198 um2
- synthesized instance count: 25
- post-synth top area cell: sky130_fd_sc_hd__ha_1
- number of standard cells reported by yosys: 25
- library cells used by synthesis: 13
- share of Yosys cell area claimed by the top area cell type: 0.316
- number of warnings reported in the yosys synthesis log: 1
- cell types with the highest counts after synthesis: sky130_fd_sc_hd__ha_1 (5), sky130_fd_sc_hd__inv_1 (3), sky130_fd_sc_hd__nand2_1 (3), sky130_fd_sc_hd__o31ai_1 (3)
- Syn Area/Cell: 7.91 um2

### Run status
- status: finished with violations
- failing checks: setup timing

### Timing
- final slew viol count: 0
- slew at the pin with the worst max-slew slack: 179 ps
- Max-slew headroom: 0.880
- RSZ-0062 raised after global routing: true
- setup TNS after final layout: -323 ps
- final period utilization: 1.08
- count of final setup violators: 5
- Final Worst Setup Slack: -95.4 ps
- highest clock rate: 772 MHz
- minimum clock period after layout: 1300 ps
- number of hold violations in the final report: 0
- final-layout worst hold slack: 903 ps

### Final layout
- sequential cell area: 0 um2
- layout overhead on the synthesized area: 155%
- Seq Cell Count: 0
- clock buf count: 0
- non-filler cells, final: 88
- proportion of layout cells with a drive suffix above 1: 0.786

### Place
- Cells after DPL: 86
- gp weighted congestion: 0.787
- number of port buffers: 11
- half-perimeter wire length of the detailed placement result: 534 um

### Global routing
- largest net degree at the start of global routing: 7
- total overflow reported by the global router: 0
- Total GRT Usage: 0.0208
- wire length of the first global-routing pass: 1140 um
- initial antenna violation count: 0
- number of global-route vias before repair: 251

### Power and ir drop
- Pleak: 0.206 nW
- areal power density over the cells: 297 mW/mm2
- maximum vdd ir drop: 48.0 uV

### Die
- total number of placement rows: 21
- Core Box Area: 0.00342 mm2
- fp_density: 0.0579
- horizontal die dimension: 80 um
- Die Y: 80 um
- boundary pin count: 11
- chip footprint: 0.00640 mm2

### CTS
- Post-CTS Hold Buffers: 0

path summary, 6_finish.rpt:
path	startpoint	endpoint	slack, ps
max	in[1]	out[6]	-100
min	in[3]	out[2]	900
power by group:
group | switching (mW) | total [mW] | internal (mW) | leakage [nW]
logic | 0.0654 | 0.150 | 0.0843 | 0.206
clock network | 0 | 0 | 0 | 0
registers | 0 | 0 | 0 | 0
cells in the final DEF, fill, tap and decap left out, drive strengths merged:
master	Yosys	layout
o21ai	3	3
buf	2	16
nor2b	1	1
ha	5	5
clkdlybuf4s15	0	1
dlygate4sd2	0	2
inv	3	3
and2	1	1
nand2	3	3
o31ai	4	4
nor2	1	1
mux2i	2	2
final cells by class:
class,count,area (um2)
Fill cell,386,2910
Multi-Input combinational cell,20,267
Timing Repair Buffer,19,159
Tap cell,46,57.6
Inverter,3,21.3
stage by stage:
step	utilization	worst slack, ps	instance area (um2)	power [mW]
4_1_cts	0.138	-111	470	0.140
2_1_floorplan	-	56.1	198	0.0460
3_5_place_dp	0.115	-1070	394	0.118
3_3_place_gp	0.115	-1060	394	0.117
6_report	0.148	-95.4	504	0.150
5_1_grt	0.148	-125	504	0.165
metal layers:
metal	vias to the layer above	global-route usage	wire length [um]
met1	119	0.0283	310
met4	0	0	0
met5	-	0	0
met2	8	0.0337	312
li1	119	-	-
met3	0	0.00568	80
cell families (layout without fill, tap and decap cells):
logic type / count (synthesis) / in the layout / synth area share
AND/OR/NAND/NOR: 6 / 6 / 0.190
AND-OR/OR-AND: 7 / 7 / 0.253
adder cells (fa/ha/maj): 5 / 5 / 0.316
multiplexers: 2 / 2 / 0.101
buffers and inverters: 5 / 22 / 0.139
tightest hold or removal path, delay by kind of cell:
kind / cells / cell delay [ps]
buffers and inverters: 3 / 340
AOI/OAI and AO/OA: 1 / 80
what timing repair did:
item / CTS / global route
endpoints found under the hold margin: 0 / 0
setup buffers: 1 / 0
cloned: 1 / 0
resized: 56 / 9
pin swaps: 8 / 4
setup endpoints to repair: 7 / 7
Power is estimated from default activity; no workload was simulated.
