[design/flow/run.sh]
#!/bin/bash
# OpenROAD 26Q1-2900-gdf79404cd8, Yosys 0.63+post, stock flow scripts
make -C /OpenROAD-flow-scripts/flow DESIGN_CONFIG=/design/flow/config.mk WORK_HOME=/design/flow/orfs finish
[design/flow/config.mk]
export PLATFORM = sky130hd
export DESIGN_NAME = timer_mary89
export DESIGN_NICKNAME = timer_mary89
export VERILOG_FILES = /design/flow/design.v
export SDC_FILE = /design/flow/constraint.sdc
export NUM_CORES = 4
export LEC_CHECK = 1
export CORE_UTILIZATION = 50
[design/flow/constraint.sdc]
current_design timer_mary89

set clk_period 8.2
set clk_io_pct 0.2

create_clock -name clk0 -period $clk_period [get_ports {clock}]

set non_clock_inputs [all_inputs -no_clocks]
set_input_delay [expr $clk_period * $clk_io_pct] -clock clk0 $non_clock_inputs
set_output_delay [expr $clk_period * $clk_io_pct] -clock clk0 [all_outputs]
[design/flow/design.v]
module timer_mary89(clock, reset,adjust, start_stop, mode, d5, d4, d3, d2, d1, d0);
	input         clock, reset, adjust, start_stop, mode;
	output reg [3:0] d5, d4, d3, d2, d1, d0;
	reg [7:0] state;
	reg [3:0] a_0, a_1, a_2, a_3, a_4, a_5;
	reg [3:0] c_0, c_1, c_2, c_3, c_4, c_5, h_0, s_0, s_1;
	reg [3:0] alarm_0, alarm_1, alarm_2, alarm_3, alarm_4, alarm_5, temp_0, temp_1, temp_2;
	reg [3:0] clock_0, clock_1, clock_2, clock_3, clock_4, clock_5;
   reg [26:0] tick, flash;
	wire click, for_flash;
	reg snap;
	parameter s0=0, s1=1, s2=2, s3=3, s4=4, s5=5, s6=6, s7=7, s8=8, s9=9;
   parameter s10=10, s11=11, s12=12, s13=13, s14=14, s15=15, s16=16, s17=17, s18=18, s19=19, s20=20;
	always @(posedge clock or negedge reset)begin
		if(!reset)
			tick <=0;
		else if(tick == 50000000)
			tick <= 0;
		else
			tick <= tick + 1;
	end
	always @(posedge clock or negedge reset)begin 
		if(!reset)
			flash <=0;
		else if(flash == 25000000)
			flash <= 0;
		else
			flash <= flash + 1;
	end 
	assign click = ((tick == 50000000)?1'b1:1'b0);
	assign for_flash = ((flash == 25000000)?1'b1:1'b0);
	always @(posedge clock or negedge reset) begin
	   if(!reset)begin							 
		  state <= s0;								 
		end
		else begin
			case(state)
				s0:state <= s1;					 
				s1:begin
					if(mode)  						 
						state <= s2;  				 
					else 
						state <= s1;				 
					end 
				s2:begin     						 
					if(start_stop) 				 
						state <= s3;				 
					else if(mode)					 
						state <= s1;				 
					else if(adjust)				 
						state <= s2;				 
					else 
						state <= s2;				 
					end 
				s3: begin							 
					 if(adjust)   					 
						state <= s8;				 
					 else if(start_stop)			 
						state <= s10;				 
					 else if(mode)					 
						state <= s9;				 
					 else 
						state <= s3;
					 end
				s4: begin 							 
					 if(mode)						 
				   	state <= s5; 				 
					 else if(start_stop)			 
						state <= s6;             
					 else 
						state <= s4;				 
					 end 
				s5: begin
					 if(mode)						 
						state <=s4;					 
					 else if(start_stop)			 
						state <= s7;				 
					 else 
						state <= s5;				 
					 end 
				s6: begin							 
					 if(adjust)						 
						state <= s8;				 
					 else 
						state <= s6;
					 end 
			   s7: begin							 
						if(adjust)					 
							state <= s8;			 
						else
							state <= s7;			
					 end 
			   s8: begin								 
					  if(adjust)						 
					     state <= s4;					 
					  else if(start_stop)			 
						  state <= s18;
					  else 
						  state <=s8;				    
					  end 
			   s9: begin								 
				    if(mode)							 
						state <= s3;					 
					 else if(adjust)					 
					   state <= s11;					 
					 else 
						state <= s9;					 
				    end 
				s10:begin								 
					 if(start_stop)					 
						state <= s3;					 
					 else if(adjust)					 
						state <= s8;					 
					 else 
						state <= s10;					 
					 end 
				s11:begin
				    if(start_stop)				 
					   state <= s12;				 
					 else 
					   state <= s11;				 
					 end
				s12:begin
					 if(mode)						 
						state <= s13;				 
					 else 
					   state <= s12;				 
				    end
				s13:begin
					  if(start_stop)				 
					    state <= s14;				  
					  else
						 state <= s13;				  
					 end
				s14:begin
					  if(mode)
						 state <= s15;			     
					  else 
						 state <= s14;				  
					 end 
			   s15:begin							 
					  if(start_stop)
						 state <= s16;				
					  else 
						 state <= s15;
					 end
				s16:begin
					  if(adjust)
						  state <= s17;
					  else 
						  state <= s16;
					 end 
				s17:begin
					 if(mode)
						state <= s3;
					 else 
						state <= s17;
					 end
				s18:begin
					 if(mode)
						state <= s9;
					 else if(start_stop)
					   state <= s19;
					 else 
						state <= s18;
					 end 
				s19:begin
					 if(start_stop)
					   state <= s18;
					 else 
						state <= s19;
					 end
				s20:begin
				     state <= s20;
					 end
			endcase 
	   end
	end
	always @(posedge clock)begin
		case(state)
			s0: begin 
				alarm_0 <= 4'd0; alarm_1 <= 4'd0; alarm_2 <= 4'd1;
				alarm_3 <= 4'd0; alarm_4 <= 4'd0; alarm_5 <= 4'ha;	
		   end
			s4:begin
			   if(for_flash)begin  
					if(alarm_4 == a_4)
				      alarm_4 <= 4'hb;
			      else 
				      alarm_4 <= a_4;
	       	   end
				end 
			s6: begin
				 if(start_stop)begin
					if(alarm_4 == 4'd0)begin
						alarm_4 <= 4'd9;
					end
					else begin
					  alarm_4 <= alarm_4 + 4'd1;
					end 
				 end 
				 end 
			s7: begin
				 if(start_stop)begin
					if(alarm_2 == 4'd0)begin
						alarm_2 <= 4'd9;
					end
					else begin
						alarm_2 <= alarm_2 + 4'd1;
					end 
				 end
				 end
			s18:begin
				 if(alarm_0 == 4'd0 && alarm_1 == 4'd0 && alarm_2 == 4'd0)begin
					 alarm_0 <= h_0; alarm_1 <= h_0; alarm_2 <= h_0;
				 end 
				 else begin
				 if(click)begin
				   if(alarm_0 == 4'd0)begin
							alarm_0 <= 4'd9;
							if(alarm_1 == 4'd0)begin
							   alarm_1 <= 4'd5;
								if(alarm_2 == 4'd0)begin
								 alarm_2 <= 4'd9;
								end 
								else begin
								 alarm_2 <= alarm_2 - 4'd1;
								end 
							 end
							 else begin
							   alarm_1 <= alarm_1-4'd1;
							 end 
						end
    					else begin
							alarm_0 <= alarm_0 - 4'd1;
						end
			     end 
				 end
			  end 	 
		endcase 
	end 
	always @(posedge clock or negedge reset)begin
	  if(!reset)begin
	    clock_0 <= 4'd0; clock_1 <= 4'd0; clock_2 <= 4'd0;
		 clock_3 <= 4'd0; clock_4 <= 4'd2; clock_5 <= 4'd1;
	  end
	  else begin
		 case(state)
			s14:begin
				  if(start_stop)begin
					  if(clock_2== 4'd9)begin
					     clock_2 <= 4'd0;
						  if(clock_3 == 4'd5)begin
						    clock_3 <= 4'd0;
						  end 
						  else begin
							 clock_3 <= clock_3 + 4'd1;
						  end 
					  end
					  else begin
						  clock_2 <= clock_2 + 4'd1;
					  end  
				  end 
				 end 
			  s16:begin
					if(start_stop)begin
						if(clock_4==4'd2)begin
						   clock_4 <= 4'd0;
							if(clock_5 == 4'd1)begin
								clock_5 <= 4'd0;
							end 
							else begin
								clock_5 <= clock_5 + 4'd1;
						   end 						
						end
						else begin
							clock_4 <= clock_4 + 4'd1;
						end 
					end 
				   end
			  s17:begin
						if(click)begin	
							if(clock_0 == 4'd9)begin
								clock_0 <= 4'd0;
								if(clock_1 == 4'd5)begin
									clock_1 <= 4'd0;
									if(clock_2 == 4'd9)begin
										clock_2 <= 4'd0;
										if(clock_3 == 4'd5)begin
											clock_3 <= 4'd0;
											if(clock_4 == 4'd2)begin
												clock_4 <= 4'd0;
												if(clock_5 == 4'd1)begin
													clock_5 <= 4'd0;
												end 
												else begin
													clock_5 <= clock_5 + 4'd1;
												end
											end
											else begin
												clock_4 <= clock_4 + 4'd1;
											end 
										end 
										else begin
											clock_3 <= clock_3 + 4'd1;
										end
									end
									else begin
										clock_2 <= clock_2 + 4'd1;
									end
								 end 
								 else begin
									 clock_1 <= clock_1 + 4'd1;
								 end 
							end
							else begin
								clock_0 <= clock_0 + 4'd1;
						   end			  
					 end
			      end
		 endcase 
		end 
	end 
	always @(posedge clock or negedge reset) begin	
	  if(!reset)begin
			a_0 <= 4'd0; a_1 <= 4'd0; a_2 <= 4'd1; a_3 <= 4'd0;
			a_4 <= 4'd0; a_5 <= 4'd0;
	  end
	  else begin
	    case(state)
			s3:begin
				if(click)begin
					if(a_2== 4'd1)begin
					   a_2 <= 4'd0;
					end 
					if(a_0 == 4'd0)begin
							a_0 <= 4'd9;
							if(a_1 == 4'd0)begin
							   a_1 <= 4'd5;
							 end 
							 else begin
							   a_1 <= a_1-4'd1;
							 end 
						end
    					else begin
							a_0 <= a_0 - 4'd1;
						end
			     end 
			 end
		  endcase 
		end
	 end
	 always @(posedge clock or negedge reset) begin
	  if(!reset)begin
			c_0 <= 4'd0; c_1 <= 4'd0; c_2 <= 4'd0; c_3 <= 4'd0;
			c_4 <= 4'd2; c_5 <= 4'd1;
	  end
	  else begin
		 if(click)begin	
			if(c_0 == 4'd9)begin
				c_0 <= 4'd0;
				if(c_1 == 4'd5)begin
					c_1 <= 4'd0;
					if(c_2 == 4'd9)begin
					   c_2 <= 4'd0;
						if(c_3 == 4'd5)begin
							c_3 <= 4'd0;
							if(c_4 == 4'd2)begin
							   c_4 <= 4'd0;
								if(c_5 == 4'd1)begin
									c_5 <= 4'd0;
								end 
								else begin
								   c_5 <= c_5 + 4'd1;
								end
							end
							else begin
							   c_4 <= c_4 + 4'd1;
							end 
						end 
						else begin
						   c_3 <= c_3 + 4'd1;
						end
					end
					else begin
					   c_2 <= c_2 + 4'd1;
					end
				 end 
				 else begin
					 c_1 <= c_1 + 4'd1;
				 end 
			end
			else begin
				c_0 <= c_0 + 4'd1;
			end			  
		 end
	  end
	 end 
	always @(posedge clock) begin
	   if(for_flash)begin  
		   if(h_0 == 4'd0)
				  h_0 <= 4'hb;
			 else 
				  h_0 <= 4'd0;
		end
	end
	always @(state or start_stop or adjust)begin
		case(state)
			s0:begin  
			   d0 = 4'h8; d1 = 4'h8;
				d2 = 4'h8; d3 = 4'h3;
				d4 = 4'hb; d5 = 4'hb;
			end
			s1:begin  
				d0 = clock_0; d1 = clock_1;
				d2 = clock_2; d3 = clock_3;
				d4 = clock_4; d5 = clock_5;
			end 
			s2:begin   
				d0 = 4'd0; d1 = 4'd0;
			   d2 = 4'd1; d3 = 4'd0;
			   d4 = 4'd0; d5 = alarm_5;
			end
			s3:begin   
				d0 = a_0;  d1 = a_1;
				d2 = a_2;  d3 = a_3;
				d4 = a_4;  d5 = alarm_5;
			end
			s4:begin 			 
				d0 = alarm_0; d1 = alarm_1;
				d2 = alarm_2; d3 = alarm_3;
				d4 = h_0;     d5 = alarm_5;
			end
			s5:begin 			 
				d0 = alarm_0;  d1 = alarm_1;
				d2 = h_0;      d3 = h_0;
				d4 = a_4;  d5 = alarm_5;
			end 
			s6:begin				 
				d0 = alarm_0;  d1 = alarm_1;
				d2 = alarm_2;  d3 = alarm_3;
				d4 = alarm_4;  d5 = alarm_5;	
			end 
			s7:begin				 
				d0 = alarm_0;  d1 = alarm_1;
				d2 = alarm_2;  d3 = alarm_3;
				d4 = a_4;  d5 = alarm_5;
			   end 
			s8:begin
				d0 = alarm_0; d1 = alarm_1;
			   d2 = alarm_2; d3 = alarm_3;
			   d4 = a_4; d5 = alarm_5;
				end 
			s9:begin
				d0 = c_0;     d1 = c_1;
			   d2 = c_2; 	  d3 = c_3;
			   d4 = c_4;     d5 = c_5;
				end 
			s11:begin  
				d0 = h_0; d1 = h_0;
				d2 = c_2; d3 = c_3;
				d4 = c_4; d5 = c_5;
				end
			s12:begin  
				 d0 = clock_0; d1 = clock_1;
				 d2 = c_2; d3 = c_3;
				 d4 = c_4; d5 = c_5;
				 end
			s13:begin
			    d0 = c_0; d1 = c_1;
				 d2 = h_0; d3 = h_0;
				 d4 = c_4; d5 = c_5;
				 end
			s14:begin
			    d0 = c_0; d1 = c_1;
				 d2 = clock_2; d3 = clock_3;
				 d4 = c_4; d5 = c_5;	 
				 end
			s15:begin
				 d0 = c_0; d1 = c_1;
				 d2 = c_2; d3 = c_3;
				 d4 = h_0; d5 = h_0;			
				 end	
         s16:begin
				 d0 = c_0; d1 = c_1;
				 d2 = c_2; d3 = c_3;
				 d4 = c_4; d5 = c_5;	
				 end
			s17:begin
			    d0 = clock_0; d1 = clock_1;
				 d2 = clock_2; d3 = clock_3;
				 d4 = clock_4; d5 = clock_5;	
				 end
			s18:begin
				 d0 = alarm_0; d1 = alarm_1;
				 d2 = alarm_2; d3 = alarm_3;
				 d4 = a_4;     d5 = alarm_5;
				 end 
		   s20:begin
			    d0 = h_0; d1 = h_0;
				 d2 = h_0; d3 = h_0;
				 d4 = h_0; d5 = alarm_5;
				 end
		endcase 		
	end 	
endmodule
==> changes_impl.md <==
### Implementation results

- Worst r2r src: tick[0]
- Longest Clk Path Bufs: 2
- Vias post-DR: approximately 6.1k
- Largest net degree at the start of global routing: ~60
- Ratio of cells with drive above 1 in the final layout: 8.51%
- Crit. End Element: flip-flop
- Post-CTS sizing: 0
- First-pass GRT wire length: 29.3 mm
- Clock Tree Root: clkbuf_16
- Syn avg cell area: slightly below 10 um2
- Flip-flops with a built-in enable: 17
- Fin cells: 1,074
- Antenna violation net count after detailed routing: 0
- Power Dens Cells: around 210 nW/um2
- Number of unconstrained endpoints: around 48
- Total GRT Usage: about a quarter
- Worst min-delay path category: flip-flop to flip-flop
- Core Density at Floorplan: 51.1%
- Placed cells: around 1.0k
- Max Clock Freq: around 0.29 GHz
- Max_cap viols: 0
- Post-synth top area cell: dfrtp_1
- Crit-path max FO: 14
- DRC errors left: 0
- CORE AREA: between 15,000 and 20,000 um2
- Num rows: about 46
- Gate Count Post-Synth: 822
- Max VDD drop: 160 uV
- CTS H-tree depth: 4
- Yosys Chip Area: 8090 um2
- Min cycle time layout: 3.50 ns
- Comb area: ~3700 um2
- DR WL/cell: 16.3 um
- Setup Viol. Count Final: 0
- Layout area overhead: 13.4%
- Total power: ~1900 uW
- Slew @ Worst Pin: 0.744 ns
- Hold buffer count at CTS: 0
- Port bufs: 28
- Tally of OpenROAD warnings: 29
- Mapped Area: about 8100 um2
- Outcome: completed
- Register pins left without a clock: 24
- Setup TNS: 0 ns
- Largest regs: flash x27, tick x27, state x20
- Cell count listed in synth_stat.txt: about 820
- Most numerous logic cell after layout: dfrtp_1
- Die Wd: between 100 and 150 um
- Final WL: approximately 18 mm
- Leak: ~0.0039 uW
- Unique cell types: roughly 66
- Critical Path Start: start_stop
- Iteration-0 DRC Markers: about 420
- Clk ins delay skew pair: ~0.42 ns
- Yosys Warn Count: 1
- Most used DFF post-synth: dfrtp_1
- # Post-CTS Setup Buffers: 0
- Post-synth ARST share: between 70% and 80%
- RSZ-0062 raised after global routing: false
- Die area: around 17,000 um2
- Initial DRT Pass Iterations: 7
- Num CTS Buffers: 17
- GRT overflow: 0
- Vias in the first global route: between 5k and 6k
- WP data required: 8.50 ns
- Rel. slew slack: roughly half
- Period utilization: 42.7%
- Synthesized registers: 172
- FF/Latch Area: around 4200 um2
- Max Slew Vio Count: 0
- WS Path Type: input port to flip-flop
- Final Skew: between 0.004 and 0.005 ns
- Clk pin slew, worst setup/hold paths: 0.06 ns
- RePlAce Congestion: roughly 0.86
- Total I/O pin count: 29
- Fillers: 1,274
- Hpwl dp: ~12 mm
- Data arrival, critical path: between 3 and 4 ns
- Setup crit start kind: input port
- Commonest cells after routing, fill and taps aside: 125 x dfrtp_1, 93 x nand2_1, 82 x nor2_1, 50 x xnor2_1, 46 x o21ai_0
- Initial antenna violation count: 0
- Vias per inst: 5.64
- Antenna Cells: 0
- Die y size: 129 um
- Top post-synthesis cells by area: dfrtp_1 39%, edfxtp_1 6.3%, xnor2_1 5.4%
- Hold Vio Cnt, Final: 0
- Dominant cell area share: about two fifths
- CTS tree: done
- Hold_sp: flash[26]
- Hold WS: 0.470 ns
-- stage by stage --
step | cell area [um2] | utilization [%] | worst slack (ns)
floorplan | 8090 | - | 5.40
global placement | 8540 | 54.0 | 4.33
detailed placement | 8540 | 54.0 | 4.28
CTS | 9170 | 57.9 | 4.70
global route | 9170 | 57.9 | 4.52
finish | 9170 | 57.9 | 4.70
-- cells by family (layout without fill, tap and decap cells) --
logic type	after synthesis	after routing	share of synthesized area, %
simple gates	355	355	22.7
flops	148	148	47.0
compound gates	134	134	11.2
xor+xnor	76	76	8.23
buf+inv	61	97	3.19
latches	24	24	4.46
mux	15	15	2.04
fa+ha+maj	8	8	1.24
other cells	1	1	0.0464
-- metal layers --
| layer | routed length [um] | share of wire, % | vias up | global-route usage (%) |
|---|---|---|---|---|
| met5 | 0 | 0 | - | 0 |
| met4 | 228 | 1.3 | 0 | 3.18 |
| met3 | 869 | 5.0 | 13 | 5.13 |
| met2 | 7950 | 45 | 144 | 34.4 |
| met1 | 8490 | 48 | 2936 | 38.9 |
| li1 | - | - | 2964 | - |
-- worst paths after layout --
| kind | to | slack (ns) | cells past startpoint |
|---|---|---|---|
| worst max-delay path | clock_5[1] | 4.70 | 7 |
| worst min-delay path | flash[26] | 0.47 | 1 |
| worst max register to register | c_5[1] | 5.38 | 7 |
| worst min register to register | flash[26] | 0.47 | 1 |
| max in group asynchronous | flash[6] | 5.40 | 3 |
| min in group asynchronous | c_1[3] | 1.16 | 1 |
-- synth_stat cells (all sizes together), types with 3 or more instances --
cell / n
dfrtp: 125
nand2: 93
nor2: 82
xnor2: 50
o21ai: 47
nand3: 40
inv: 31
a21oi: 27
nand4: 26
xor2: 26
dlxtn: 24
clkbuf: 22
edfxtp: 17
nand2b: 15
nor3: 14
a221o: 13
mux2: 12
nor2b: 12
a222oi: 11
or3: 11
and3: 10
a22o: 9
ha: 8
nor4: 8
buf: 7
dfstp: 6
nor3b: 6
nor4b: 6
and2: 5
and4: 5
or2: 5
and4bb: 4
o22ai: 4
or4: 4
a22oi: 3
mux2i: 3
nand3b: 3
-- worst max-delay path: stages --
cell             delay, ns
clkdlybuf4s50_1       0.82
mux2i_1               0.16
nor4b_1               0.28
nand3_1               0.13
o22ai_2               0.34
nand3_1               0.14
mux2_2                0.28
-- power by group --
group          total [uW]  internal, uW  switching [uW]
Sequential            885           805            79.5
Combinational         209          88.1             121
Clock                 818           515             303
Total                1910          1410             503
-- final cells by class --
class	count	share of cell area, %
well taps	216	2.95
multi-input cells	589	40.2
inverters	32	1.31
clock inverters	14	2.01
flip-flops and latches	172	45.3
clock buffers	18	4.79
repair buffers	33	3.44
Power is estimated from default activity; no workload was simulated.
